### design/flow/run.sh
#!/bin/bash
# OpenROAD 26Q1-2900-gdf79404cd8, Yosys 0.63+post, stock flow scripts
make -C /OpenROAD-flow-scripts/flow DESIGN_CONFIG=/design/flow/config.mk WORK_HOME=/design/flow/orfs finish
### design/flow/config.mk
export PLATFORM = sky130hd
export DESIGN_NAME = task5
export DESIGN_NICKNAME = task5
export VERILOG_FILES = /design/flow/design.v
export SDC_FILE = /design/flow/constraint.sdc
export NUM_CORES = 4
export LEC_CHECK = 1
export CORE_UTILIZATION = 40
### design/flow/constraint.sdc
current_design task5

set clk_period 10.4
set clk_io_pct 0.2

create_clock -name clk0 -period $clk_period [get_ports {CLOCK_50}]
create_clock -name clk1 -period $clk_period [get_ports {KEY}]

set non_clock_inputs [all_inputs -no_clocks]
set_input_delay [expr $clk_period * $clk_io_pct] -clock clk0 $non_clock_inputs
set_output_delay [expr $clk_period * $clk_io_pct] -clock clk0 [all_outputs]
### design/flow/design.v
module card7seg(input logic [3:0] card, output logic [6:0] seg7);
	always_comb begin
      case(card[3:0])
      4'b0001: seg7 = 7'b0001000;
      4'b0010: seg7 = 7'b0100100;
      4'b0011: seg7 = 7'b0110000;
      4'b0100: seg7 = 7'b0011001;
      4'b0101: seg7 = 7'b0010010;
      4'b0110: seg7 = 7'b0000010;
      4'b0111: seg7 = 7'b1111000;
      4'b1000: seg7 = 7'b0000000;
      4'b1001: seg7 = 7'b0010000;
      4'b1010: seg7 = 7'b1000000;
      4'b1011: seg7 = 7'b1100001;
      4'b1100: seg7 = 7'b0011000;
      4'b1101: seg7 = 7'b0001001;
      default: seg7 = 7'b1111111;
      endcase
   end
endmodule
module datapath(input logic slow_clock, input logic fast_clock, input logic resetb,
                input logic load_pcard1, input logic load_pcard2, input logic load_pcard3,
                input logic load_dcard1, input logic load_dcard2, input logic load_dcard3,
                output logic [3:0] pcard3_out,
                output logic [3:0] pscore_out, output logic [3:0] dscore_out,
                output logic [6:0] HEX5, output logic [6:0] HEX4, output logic [6:0] HEX3,
                output logic [6:0] HEX2, output logic [6:0] HEX1, output logic [6:0] HEX0);
logic [3:0] new_card, pcard1, pcard2, pcard3, dcard1, dcard2, dcard3;
logic [3:0] next_pcard1, next_pcard2, next_pcard3, next_dcard1, next_dcard2, next_dcard3;
assign pcard3_out = pcard3;
dealcard DEAL(
  .clock(fast_clock),
  .resetb(resetb),
  .new_card(new_card)
);
scorehand P_SCORE (
  .card1(pcard1),
  .card2(pcard2),
  .card3(pcard3),
  .total(pscore_out)
);
scorehand D_SCORE (
  .card1(dcard1),
  .card2(dcard2),
  .card3(dcard3),
  .total(dscore_out)
);
card7seg D3 (.card(dcard3), .seg7(HEX5));
card7seg D2 (.card(dcard2), .seg7(HEX4));
card7seg D1 (.card(dcard1), .seg7(HEX3));
card7seg P3 (.card(pcard3), .seg7(HEX2));
card7seg P2 (.card(pcard2), .seg7(HEX1));
card7seg P1 (.card(pcard1), .seg7(HEX0));
assign next_pcard1 = load_pcard1 ? new_card : pcard1;
assign next_pcard2 = load_pcard2 ? new_card : pcard2;
assign next_pcard3 = load_pcard3 ? new_card : pcard3;
assign next_dcard1 = load_dcard1 ? new_card : dcard1;
assign next_dcard2 = load_dcard2 ? new_card : dcard2;
assign next_dcard3 = load_dcard3 ? new_card : dcard3;
always_ff @(posedge slow_clock) begin
    if (~resetb) begin
        pcard1 <= 4'b0;
        pcard2 <= 4'b0;
        pcard3 <= 4'b0;
        dcard1 <= 4'b0;
        dcard2 <= 4'b0;
        dcard3 <= 4'b0;
    end else begin
        pcard1 <= next_pcard1;
        pcard2 <= next_pcard2;
        pcard3 <= next_pcard3;
        dcard1 <= next_dcard1;
        dcard2 <= next_dcard2;
        dcard3 <= next_dcard3;
    end
end
endmodule
module dealcard(input logic clock, input resetb, output logic [3:0] new_card);
logic [3:0] dealer_card;
always_ff @(posedge clock)
  if (resetb == 0)
     dealer_card <= 1;  
  else
     if (dealer_card == 13)
	     dealer_card <= 1;
	  else 
	     dealer_card++;
assign new_card = dealer_card;
endmodule
module scorehand(input logic [3:0] card1, input logic [3:0] card2, input logic [3:0] card3, output logic [3:0] total);
logic [3:0] val1, val2, val3;
always_comb begin
    case(card1[3:0])
    4'b1011, 4'b1100, 4'b1101, 4'b1110, 4'b1111: val1 = 4'b0000;
    default: val1 = card1;
    endcase
    case(card2[3:0])
    4'b1011, 4'b1100, 4'b1101, 4'b1110, 4'b1111: val2 = 4'b0000;
    default: val2 = card2;
    endcase
    case(card3[3:0])
    4'b1011, 4'b1100, 4'b1101, 4'b1110, 4'b1111: val3 = 4'b0000;
    default: val3 = card3;
    endcase
    total = (val1+val2+val3)%10;
end
endmodule
module statemachine(input logic slow_clock, input logic resetb,
                    input logic [3:0] dscore, input logic [3:0] pscore, input logic [3:0] pcard3,
                    output logic load_pcard1, output logic load_pcard2, output logic load_pcard3,
                    output logic load_dcard1, output logic load_dcard2, output logic load_dcard3,
                    output logic player_win_light, output logic dealer_win_light);
enum logic [3:0] {
    Sa = 4'b0000,  
    Sb = 4'b0001,  
    Sc = 4'b0010,  
    Sd = 4'b0011,  
    Se = 4'b0100,  
    Sf = 4'b0101,  
    Sg = 4'b0110,  
    Sh = 4'b0111,  
    Si = 4'b1000,  
    Sj = 4'b1001  
} present_state, next_state;
always_comb begin  
        case(present_state)
            Sa: next_state = Sb;
            Sb: next_state = Sc;
            Sc: next_state = Sd;
            Sd: next_state = Se;
            Se: next_state = Si;
            Si: begin
                if (dscore == 4'b1000 || dscore == 4'b1001)
                    next_state = Sh;  
                else begin
                    case (pscore)
                        4'b1000, 4'b1001: next_state = Sh;  
                        4'b0000, 4'b0001, 4'b0010, 4'b0011, 4'b0100, 4'b0101: next_state = Sf;  
                        4'b0110, 4'b0111: begin
                            if (dscore <= 4'b0101)  
                                next_state = Sg;  
                            else
                                next_state = Sh;  
                        end
                        default: next_state = Si;  
                    endcase
                end
            end
            Sf: next_state = Sj;
            Sj: begin  
                    if (dscore ==  4'b0111)
                        next_state = Sh;  
                    else case (dscore)
                            4'b0110: next_state = ((pcard3 == 4'b0110) || (pcard3 == 4'b0111)) ? Sg : Sh;
                            4'b0101: next_state = ((pcard3 >= 4'b0100) && (pcard3 <= 4'b0111)) ? Sg : Sh;
                            4'b0100: next_state = ((pcard3 >= 4'b0010) && (pcard3 <= 4'b0111)) ? Sg : Sh;
                            4'b0011: next_state = (pcard3 != 4'b1000) ? Sg : Sh;
                            default: next_state = Sg;  
                    endcase
            end
            Sg: next_state = Sh;
            Sh: next_state = Sh;
            default: next_state = Sa;
        endcase
end
always_ff@(posedge slow_clock) begin
    if (~resetb) 
        present_state <= Sa;
    else
        present_state <= next_state;
end
always_comb begin  
    load_pcard1 = 1'b0;
    load_pcard2 = 1'b0;
    load_pcard3 = 1'b0;
    load_dcard1 = 1'b0;
    load_dcard2 = 1'b0;
    load_dcard3 = 1'b0;
    player_win_light = 1'b0;
    dealer_win_light = 1'b0;
    case (next_state)
        Sb: load_pcard1 = 1'b1;
        Sc: begin
            load_pcard1 = 1'b0;
            load_dcard1 = 1'b1;
        end
        Sd: begin
            load_dcard1 = 1'b0;
            load_pcard2 = 1'b1;
        end
        Se: begin
            load_pcard2 = 1'b0;
            load_dcard2 = 1'b1;
        end
        Sf: begin
            load_dcard2 = 1'b0;
            load_pcard3 = 1'b1;
        end
        Sg: begin
            load_pcard3 = 1'b0;
            load_dcard3 = 1'b1;
        end
        Sh: begin  
            load_dcard3 = 1'b0;
            if (pscore == dscore) begin
                player_win_light = 1'b1;
                dealer_win_light = 1'b1;
            end else begin
                player_win_light = (pscore > dscore) ? 1'b1 : 1'b0;
                dealer_win_light = (pscore < dscore) ? 1'b1 : 1'b0;
            end
        end
		Si, Sj: begin
		end
        default: begin  
            load_pcard1 = 1'b0;
            load_pcard2 = 1'b0;
            load_pcard3 = 1'b0;
            load_dcard1 = 1'b0;
            load_dcard2 = 1'b0;
            load_dcard3 = 1'b0;
            player_win_light = 1'b0;
            dealer_win_light = 1'b0;
        end
    endcase
end
endmodule
module task5(input logic CLOCK_50, input logic [3:0] KEY, output logic [9:0] LEDR,
            output logic [6:0] HEX5, output logic [6:0] HEX4, output logic [6:0] HEX3,
            output logic [6:0] HEX2, output logic [6:0] HEX1, output logic [6:0] HEX0);
logic fast_clock, slow_clock, resetb;
logic load_pcard1, load_pcard2, load_pcard3;
logic load_dcard1, load_dcard2, load_dcard3;
logic [3:0] pscore, dscore;
logic [3:0] pcard3;
assign resetb = KEY[3];
assign slow_clock = KEY[0];
assign fast_clock = CLOCK_50;
datapath dp(.slow_clock(slow_clock),
            .fast_clock(fast_clock),
            .resetb(resetb),
            .load_pcard1(load_pcard1),
            .load_pcard2(load_pcard2),
            .load_pcard3(load_pcard3),
            .load_dcard1(load_dcard1),
            .load_dcard2(load_dcard2),
            .load_dcard3(load_dcard3),
            .dscore_out(dscore),
            .pscore_out(pscore),
            .pcard3_out(pcard3),
            .HEX5(HEX5),
            .HEX4(HEX4),
            .HEX3(HEX3),
            .HEX2(HEX2),
            .HEX1(HEX1),
            .HEX0(HEX0));
assign LEDR[3:0] = pscore;
assign LEDR[7:4] = dscore;
statemachine sm(.slow_clock(slow_clock),
                .resetb(resetb),
                .dscore(dscore),
                .pscore(pscore),
                .pcard3(pcard3),
                .load_pcard1(load_pcard1),
                .load_pcard2(load_pcard2),
                .load_pcard3(load_pcard3),						  
                .load_dcard1(load_dcard1),
                .load_dcard2(load_dcard2),
                .load_dcard3(load_dcard3),	
                .player_win_light(LEDR[8]), 
                .dealer_win_light(LEDR[9]));
endmodule
==> Changelog: implementation <==
### Implementation results

* Run status: aborted with a tool error
* Halt Stage: global routing (5_1_grt)
* First Err: [ERROR GRT-0116] Global routing finished with congestion. Check the congestion regions in the DRC Viewer.
* Final GP Congestion at approximately 0.87
* Synthesized area per cell at between 7 and 8 µm²
* Overflow after GRT at between 1500 and 2000
* Final HPWL DP at 11.5 mm
* Netlist cell types at 90
* Yosys stat area at ~0.0065 mm²
* Init Core Util at 0.409
* # Post-CTS Setup Buffers at 0
* Yosys reg bits at 80
* PortBufs at ~52
* Post-synthesis cell count at approximately 810
* GRT Total Usage at 0.702
* Seq/Total Area, Yosys at 0.247
* Dpl cell area at 0.00714 mm²
* Async SR Flop Fraction at 0
* Flip-flops with a built-in enable at 0
* Main flop type: dfxtp_1
* Post_cts resized at 0
* I/O pins at roughly 57
* Synth Warn # at 5
* Die width at between 100 and 150 µm
* Die height at roughly 130 µm
* Vias in the first global route at approximately 13000
* FP Rows at 46
* Cell area after synthesis at about 0.0065 mm²
* Largest net degree at the start of global routing at 18
* First-pass GRT wire length at 79.1 mm
* CTS Hold Bufs at 0
* # Cells Yosys at ~810
## per-stage QoR
stage	util	power, µW	hold WS, ps	worst slack, ps	std cells
after floorplan	-	1170	422	2280	813
after global placement	0.449	1110	88.6	1370	1045
after detailed placement	0.449	1110	88.6	1370	1045
after CTS	0.810	7300	164	656	1363
## layer usage
layer / global-route usage / GRT overflow
met2: 0.399 / 0
met5: 0.988 / 91
met4: 1.32 / 693
met1: 0.397 / 1
met3: 1.14 / 764
## logic make-up after synthesis
kind of cell / Yosys count / share of synthesized area
AOI/OAI and AO/OA: 226 / 0.248
buffers and inverters: 102 / 0.0622
DFF: 80 / 0.247
and+or+nand+nor: 281 / 0.219
xor gates and xnor gates: 11 / 0.0148
adders and majority gates: 61 / 0.122
muxes: 52 / 0.0875
## synthesized netlist by cell type (8+ instances only)
master    number  area share
nor2_1        83       0.048
o211ai_1       9       0.010
o22ai_1        9      0.0087
a211oi_1      16       0.018
nor3b_1        8      0.0092
and2_1        16       0.015
nor4_1         9      0.0087
ha_1          56        0.11
inv_1         63       0.036
nand2_1       63       0.036
nor3_1        10      0.0077
clkbuf_1      26       0.015
o31ai_1        8      0.0092
nand2b_1      15       0.014
nand3_1       20       0.015
a21oi_1       55       0.042
dfxtp_1       80        0.25
nor2b_1       10      0.0096
a21o_1         9       0.010
buf_2          8      0.0062
o21ai_0       36       0.028
nand4_1        8      0.0077
mux2i_1       38       0.059
xnor2_1       10       0.013
Power and IR drop assume default switching activity.
